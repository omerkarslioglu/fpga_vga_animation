$ cat ./run.sh
#!/bin/bash
# OpenROAD 26Q1-2900-gdf79404cd8, Yosys 0.63+post, stock flow scripts
make -C /OpenROAD-flow-scripts/flow DESIGN_CONFIG=/design/flow/config.mk WORK_HOME=/design/flow/orfs finish
$ cat ./config.mk
export PLATFORM = sky130hd
export DESIGN_NAME = VGAanimatedObject
export DESIGN_NICKNAME = VGAanimatedObject
export VERILOG_FILES = /design/flow/design.v
export SDC_FILE = /design/flow/constraint.sdc
export NUM_CORES = 4
export LEC_CHECK = 1
export CORE_UTILIZATION = 30
$ cat ./constraint.sdc
current_design VGAanimatedObject

set clk_period 3.6
set clk_io_pct 0.2

create_clock -name clk0 -period $clk_period [get_ports {clk}]

set non_clock_inputs [all_inputs -no_clocks]
set_input_delay [expr $clk_period * $clk_io_pct] -clock clk0 $non_clock_inputs
set_output_delay [expr $clk_period * $clk_io_pct] -clock clk0 [all_outputs]
$ cat ./design.v
module VGAanimatedObject (clk, rst, switch, push, hsync, vsync, rgb);
input         clk, rst;
input         switch;
input   [3:0] push;
output        hsync, vsync;
output  [2:0] rgb;
wire          video_on;
wire    [9:0] pixel_x, pixel_y;
vgaSync vgaSync(
  .clk(clk), 
  .rst(rst), 
  .hsync(hsync), 
  .vsync(vsync), 
  .video_on(video_on), 
  .p_tick(), 
  .pixel_x(pixel_x), 
  .pixel_y(pixel_y)
);
pixelGeneration pixelGeneration(
  .clk(clk), 
  .rst(rst), 
  .push(push), 
  .switch(switch), 
  .pixel_x(pixel_x), 
  .pixel_y(pixel_y), 
  .video_on(video_on), 
  .rgb(rgb)
);
endmodule
module pixelGeneration (clk, rst, switch, pixel_x, pixel_y, push, video_on, rgb);
input               clk, rst, switch;
input       [9:  0] pixel_x, pixel_y;
input               video_on;
input       [3:  0] push;
output reg  [2:  0] rgb;
wire                square_on;
reg         [9:  0] x_left_cnt, x_right_cnt;  
reg         [9:  0] y_down_cnt, y_up_cnt;  
reg         [29: 0] max_cnt;  
reg         [29: 0] mid_cnt;  
reg         [29: 0] counter = 0;  
reg                 slow_clk;  
reg         [3:  0] push_q1;  
reg         [3:  0] push_q2;  
wire        [3:  0] push_debounced;
always @(posedge clk) begin
  if (rst) begin
    counter <= 0;
  end else begin
    counter <= (counter >= max_cnt) ? 0 : counter + 1;
    slow_clk <= (counter < mid_cnt) ? 1'b0 : 1'b1;
  end
end
always @(posedge slow_clk) begin
  push_q1 <= push;
  push_q2 <= push_q1;
end
assign push_debounced = push_q1 & push_q2;
always @(*) begin
  case(switch)
    0: begin 
      max_cnt = 249999; mid_cnt = 125000; 
    end
    1: begin 
      max_cnt = 999999; mid_cnt = 500000; 
    end
    default: begin
      max_cnt = 249999; mid_cnt = 125000; 
    end
  endcase
end
always @(posedge slow_clk) begin
  if (rst) begin
    x_left_cnt <= 320;
    x_right_cnt <= 360;
    y_down_cnt <= 220;
    y_up_cnt <= 260;
  end else begin
    if (push_debounced[0]) begin  
      y_down_cnt <= y_down_cnt + 10; 
      y_up_cnt <= y_up_cnt + 10;
    end else if (push_debounced[3]) begin  
      y_down_cnt <= y_down_cnt - 10; 
      y_up_cnt <= y_up_cnt - 10;
    end else if (push_debounced[2]) begin  
      x_left_cnt <= x_left_cnt - 10;
      x_right_cnt <= x_right_cnt - 10;
    end else if (push_debounced[1]) begin  
      x_left_cnt <= x_left_cnt + 10;
      x_right_cnt <= x_right_cnt + 10;
    end
  end
end
always @(*) begin
  rgb = 3'b000;
  if(video_on) begin
    if (square_on) rgb = 3'b010;
    else rgb = 3'b001;
  end
end
assign square_on = ((pixel_x > x_left_cnt && pixel_x < x_right_cnt) && (pixel_y > y_down_cnt && pixel_y < y_up_cnt));  
endmodule
module vgaSync (clk, rst, hsync, vsync, video_on, p_tick, pixel_x, pixel_y);
input 				clk, rst;
output 				hsync, vsync, video_on, p_tick;
output  [9:0] pixel_x, pixel_y;
parameter HD = 640;  
parameter HF = 48;  
parameter HB = 16;  
parameter HR = 96;  
parameter VD = 480;  
parameter VF = 10;  
parameter VB = 33;  
parameter VR = 2;  
reg     [1:0] mod4;
wire    [1:0] mod4Next;
reg     [9:0] h_count, h_countNext;
reg     [9:0] v_count, v_countNext;
reg           v_sync, h_sync;
wire          v_syncNext, h_syncNext;
wire          h_end, v_end, pixel_tick;
always @(posedge clk) begin
  mod4 <= mod4Next;
  v_count <= v_countNext;
  h_count <= h_countNext;
  v_sync <= v_syncNext;
  h_sync <= h_syncNext;
end
assign mod4Next = rst ? 0 : mod4+1;
assign pixel_tick = (mod4 == 0);
assign h_end = (h_count == (HD+HF+HB+HR-1));
assign v_end = (v_count == (VD+VF+VB+VR-1));
always @(*) begin
  h_countNext = h_count;
  if (rst)
    h_countNext = 0;
  else if (pixel_tick)  
    if (h_end)
      h_countNext = 0;
    else
      h_countNext = h_count + 1;
end
always @(*) begin
  v_countNext = v_count;
  if (rst)
    v_countNext = 0;
  else if (pixel_tick & h_end)
    if (v_end)
      v_countNext = 0;
    else
      v_countNext = v_count + 1;
end
assign h_syncNext = rst ? 0 : (h_count >= (HD+HB) && h_count <= (HD+HB+HR-1));
assign v_syncNext = rst ? 0 : (v_count >= (VD+VB) && v_count <= (VD+VB+VR-1));
assign video_on = (h_count < HD) && (v_count < VD);
assign hsync = h_sync;
assign vsync = v_sync;
assign p_tick = (mod4 == 0);
assign pixel_x = h_count;
assign pixel_y = v_count;
endmodule
==> Slide: Implementation Results <==
Physical Implementation Snapshot

Logic synthesis
  – Area leader, netlist: dfxtp_1
  – Top-count cell post-synth: dfxtp_1
  – Most common library cells after synthesis: dfxtp_1 (98), ha_1 (83), nor2_1 (72), nand2_1 (65), inv_1 (63)
  – Post-synth seq share: 32.9%
  – Post-synth EDFFs: 1
  – Main flop type: dfxtp_1
  – Post-synth ARST share: 0%
  – Synth flops: 99
  – Main area contributors: dfxtp_1 (32%), ha_1 (17%), xor2_1 (4.9%)
  – Yosys stat chip area: 6060 sq um
  – Yosys warning tally: 2
  – Yosys cell types: 58
  – Max-area cell share: 32.4%
  – Mapped Area: 6060 sq um
  – Mapped Cells: 707
  – Syn_area_per_cell: 8.57 sq um
  – # Cells Yosys: 707

Final timing
  – Pins Over Slew Limit: 0
  – Final period util: 94.0%
  – Post-Route Setup TNS: 0 ns
  – Hold Slack: 0.412 ns
  – Post-layout min period: 3.39 ns
  – Final setup viols: 0
  – Unrepaired setup endpoints after global routing: false
  – Final hold vios: 0
  – Slew of the pin with the lowest slew margin: 0.658 ns
  – Max Freq: 295 MHz
  – Slew HR: 56.0%
  – Layout Skew: 0.00566 ns
  – Count of unclocked register or latch pins: 44
  – Endpoints left unconstrained: 44

Placed design
  – Gpl congestion: 0.855
  – DP Area: 6500 sq um
  – PortBufs: 10
  – DP Wirelength: 8.90 mm
  – Dpl cells: 980

Floorplan
  – Die Size: 20800 sq um
  – Io pins: 12
  – Row count: 51
  – Core Area: 19700 sq um
  – Die height: 144 um
  – Die width: 144 um
  – FP Util: 30.8%

Power
  – LEAKAGE: 0.00283 uW
  – Sequential power share: 51.3%
  – Net Sw Frac: 23.6%
  – Clock power frac: 40.9%
  – Internal: 955 uW
  – Power consumption: 1250 uW
  – Worst vdd ir: 0.000157 V
  – Net switching power: 295 uW
  – Combinational power share: 7.8%
  – Pwr Density: 187 nW/um^2

Critical path
  – Crit end category: output port
  – Crit path cell chain: ha_1 > nand4_1 > nor2_1 > a311oi_2 > o41ai_1 > a2111oi_1 > and4_1 > clkdlybuf4s50_1
  – Cell family with most CP delay: AND-OR/OR-AND gates
  – Worst Path Class, Setup: flop to output port
  – CP required: 2.88 ns
  – Crit Path Max Fanout: 6
  – Levels on crit path: 8
  – Setup crit start kind: flop
  – Worst Path Arrival: 2.67 ns
  – Buf/Inv on CP: 1
  – Reg2reg path depth: 7
  – Max stage delay cell, worst path: clkdlybuf4s50_1
  – Slowest Stage Delay on Critical Path: 0.46 ns

Clocking
  – CTS tree: built
  – Longest Clk Path Bufs: 2
  – Setup Fix Bufs, Post-CTS: 0
  – Clock latency on the worst-skew pair: 0.29 ns
  – H-Tree Depth: 2
  – Clock transition at path regs: 0.07 ns
  – CTS Hold Bufs: 0
  – Num CTS Buffers: 5
  – Clk root buf: clkbuf_16

Cells and area
  – Cell area after layout: 6680 sq um
  – Fillers: 2071
  – Area Overhead vs Synth: 10.3%
  – Layout Cells excl Fill: 988
  – Layout cells sized above 1: 6.22%

Global routing
  – First-pass GRT wire length: 20.3 mm
  – Gr usage total: 12.1%
  – Vias in the first global route: 4342
  – Antenna violations before repair: 0
  – GRT overflow: 0
  – Largest net degree at the start of global routing: 45

Outcome
  – Status: complete, no violations

Routing
  – DRC: 0
  – Final ANT Viol Nets: 0
  – Routed length per instance: 11.7 um
  – Routed vias/inst: 4.67
  – DR pass1 iterations: 4
  – Ant. Diodes: 0
  – Detailed Route WL: 11.6 mm
  – Initial DRC count: 143
  – Via count: 4618

Hold path
  – WHS Path Cells: 1
  – Worst hold-check path type: flop to flop

Flow run
  – Tool warnings: 30
  – Max Cap Violations: 0
## cell type report
type	instances	area (sq um)	share of cell area [%]
multi-input combinational	533	3770	56.5
sequential	99	2000	30.0
tap	265	332	4.96
inverter	64	240	3.60
timing repair buffer	19	175	2.62
clock buffer	6	139	2.08
clock inverter	2	20.0	0.300
## cell usage in the layout (no fill, tap or decap), drive strengths merged, types with 7 or more instances in the layout
master         count
dfxtp             98
ha                83
nor2              72
nand2             65
inv               64
a21oi             51
xor2              34
xnor2             28
nand3             25
o21ai             23
and3              11
nand4             10
nor3              10
conb              10
buf               10
a211oi             9
o211ai             9
clkdlybuf4s50      9
nor2b              8
nor4               8
a2111oi            7
## state kept, by name, indices dropped and copies added (netlist names), 2 cells and up
register and cells:
pixelGeneration.counter 30, vgaSync.h_count 10, vgaSync.v_count 10, pixelGeneration.x_left_cnt 9
pixelGeneration.x_right_cnt 9, pixelGeneration.y_down_cnt 9, pixelGeneration.y_up_cnt 9, pixelGeneration.push_q1 4
pixelGeneration.push_q2 4, vgaSync.mod4 2
## routing by layer
| layer | global-route usage [%] | part of all wire, % | vias up |
|---|---|---|---|
| met1 | 18.2 | 53 | 2079 |
| li1 | - | - | 2489 |
| met4 | 1.79 | 1.8 | 0 |
| met2 | 19.7 | 43 | 38 |
| met3 | 1.01 | 1.8 | 12 |
| met5 | 0 | 0 | - |
## through the flow
stage | utilization (%) | setup slack, ns
floorplan | - | 1.07
global placement | 33.1 | 0.354
detailed placement | 33.1 | 0.308
CTS | 33.9 | 0.0354
global route | 34.0 | 0.0195
finish | 34.0 | 0.214
## worst register-to-register path, cell delays in order, from the launching register on
cell and delay, ns:
dfxtp_1 0.36, ha_1 0.28, or3b_2 0.47, nor2_1 0.17
nand3_1 0.14, o31ai_2 0.55, buf_12 0.22, nor2_1 0.06
## logic make-up (layout without fill, tap and decap cells)
| logic type | count (synthesis) | after routing | synth area share [%] |
|---|---|---|---|
| AND/OR/NAND/NOR | 232 | 232 | 18.4 |
| AND-OR/OR-AND | 136 | 136 | 14.6 |
| multiplexers | 6 | 6 | 0.992 |
| flip-flops | 99 | 99 | 32.9 |
| adder cells (fa/ha/maj) | 87 | 87 | 18.5 |
| other | 1 | 10 | 0.0619 |
| buffers and inverters | 84 | 91 | 5.58 |
| XOR/XNOR | 62 | 62 | 8.97 |
## path summary, 6_finish.rpt
check                           slack, ns                     endpoint                   startpoint
worst max-delay path                 0.21                       rgb[1]           vgaSync.h_count[7]
worst min-delay path                 0.41              vgaSync.mod4[0]              vgaSync.mod4[0]
worst max register to register       1.26  pixelGeneration.counter[13]  pixelGeneration.counter[18]
worst min register to register       0.41              vgaSync.mod4[0]              vgaSync.mod4[0]
## power by group through the flow
stage / Clock, uW / Combinational [uW] / Sequential [uW]
finish: 512 / 97.2 / 641
global route: 561 / 113 / 643
CTS: 539 / 98.3 / 642
## repair_timing
action                     CTS  global route
pin swaps                    0             2
setup endpoints to repair    1             1
resized                      1            10
Power figures rest on the tool's default switching activity, not on a simulated workload.
